===== flow/design.v =====
module uc_tx #(
    parameter DATA_WIDTH            = 8,
    parameter DATA_WIDTH_OPTION     = 4,
    parameter DATA_WIDTH_OPTION_1   = 5,
    parameter DATA_WIDTH_OPTION_2   = 6,
    parameter DATA_WIDTH_OPTION_3   = 7,
    parameter DATA_WIDTH_OPTION_4   = 8,
    parameter DATA_WIDTH_OPTION_W   = $clog2(DATA_WIDTH_OPTION),     
    parameter DATA_WIDTH_OPTION_1ENC= 2'b00,     
    parameter DATA_WIDTH_OPTION_2ENC= 2'b01,     
    parameter DATA_WIDTH_OPTION_3ENC= 2'b10,     
    parameter DATA_WIDTH_OPTION_4ENC= 2'b11,     
    parameter PARITY_OPTION         = 3,
    parameter PARITY_NOT_ENCODE     = 2'b00,
    parameter PARITY_ODD_ENCODE     = 2'b10,
    parameter PARITY_EVEN_ENCODE    = 2'b11,
    parameter PARITY_OPTION_W       = $clog2(PARITY_OPTION),
    parameter STOP_BIT_OPTION       = 2,
    parameter STOP_BIT_1BIT         = 0,
    parameter STOP_BIT_2BIT         = 1,
    parameter STOP_BIT_OPTION_W     = $clog2(STOP_BIT_OPTION),
    parameter DATA_COUNTER_WIDTH    = $clog2(DATA_WIDTH)
)
(
    input                               clk,
    output                              TX,
    input                               baudrate_clk_en,
    output                              transaction_en,
    input [DATA_WIDTH - 1:0]            data_in_tx,
    input                               fifo_available,   
    output                              fifo_rd,
    input [DATA_WIDTH_OPTION_W - 1:0]   data_width_option, 
    input [PARITY_OPTION_W - 1:0]       parity_option, 
    input [STOP_BIT_OPTION_W - 1:0]     stop_bit_option,
    input                       rst_n
);
    localparam IDLE_STATE       = 0;
    localparam TRANS_STATE      = 1;
    localparam START_BIT_STATE  = 1;
    localparam DATA_STATE       = 2;
    localparam PARITY_STATE     = 3;
    localparam STOP_STATE       = 4;
    localparam START_BIT        = 1'b0; 
    localparam STOP_BIT         = 1'b1; 
    reg [2:0]                       tx_state;
    reg [2:0]                       transaction_state;
    reg                             TX_reg;
    reg [DATA_WIDTH - 1:0]          tx_buffer;
    wire                            cur_bit;
    reg [DATA_COUNTER_WIDTH - 1:0]  data_counter;
    wire[DATA_COUNTER_WIDTH - 1:0]  data_counter_decr;
    wire[DATA_COUNTER_WIDTH - 1:0]  buffer_pointer_msb_first;
    wire[DATA_COUNTER_WIDTH - 1:0]  buffer_pointer_lsb_first;
    wire[DATA_COUNTER_WIDTH - 1:0]  buffer_pointer;
    reg                             stop_bit_counter;
    wire                            stop_bit_counter_decr;
    reg fifo_rd_reg;
    reg  transaction_start_toggle;
    reg  transaction_stop_toggle;
    reg [DATA_COUNTER_WIDTH - 1:0] data_counter_load;
    reg                            parity_bit_load;
    reg                            stop_bit_counter_load;
    always @* begin
        case(data_width_option) 
            DATA_WIDTH_OPTION_1ENC: begin
                data_counter_load <= DATA_WIDTH_OPTION_1 - 1;    
            end 
            DATA_WIDTH_OPTION_2ENC: begin
                data_counter_load <= DATA_WIDTH_OPTION_2 - 1;    
            end 
            DATA_WIDTH_OPTION_3ENC: begin
                data_counter_load <= DATA_WIDTH_OPTION_3 - 1;    
            end 
            DATA_WIDTH_OPTION_4ENC: begin
                data_counter_load <= DATA_WIDTH_OPTION_4 - 1;    
            end 
        endcase
        case(parity_option) 
            PARITY_NOT_ENCODE: begin
                parity_bit_load = 1'b0;
            end
            PARITY_ODD_ENCODE: begin
                parity_bit_load = ~(^tx_buffer);
            end
            PARITY_EVEN_ENCODE: begin
                parity_bit_load = (^tx_buffer);
            end
            default: begin
                parity_bit_load = 1'b0;
            end 
        endcase
        case(stop_bit_option)
            STOP_BIT_1BIT: begin
                stop_bit_counter_load = 1'b0;
            end
            STOP_BIT_2BIT: begin
                stop_bit_counter_load = 1'b1;
            end
        endcase
    end 
    assign TX = TX_reg;
    assign cur_bit = tx_buffer[buffer_pointer];
    assign data_counter_decr = data_counter - 1;
    assign stop_bit_counter_decr = ~stop_bit_counter;
    assign transaction_en = transaction_start_toggle ^ transaction_stop_toggle;
    assign fifo_rd = fifo_rd_reg;
    assign buffer_pointer_msb_first = data_counter;
    assign buffer_pointer_lsb_first = ~data_counter;
    assign buffer_pointer = (1'b1) ? buffer_pointer_lsb_first : buffer_pointer_msb_first;
    always @(posedge clk or negedge rst_n) begin
        if(!rst_n) begin
            tx_state <= IDLE_STATE;
            fifo_rd_reg <= 0;
            transaction_start_toggle <= 1'b0;    
        end 
        else begin
        case(tx_state) 
            IDLE_STATE: begin
                if(fifo_available) begin
                    tx_state <= TRANS_STATE;
                    tx_buffer <= data_in_tx;                                    
                    transaction_start_toggle <= ~transaction_stop_toggle;    
                    fifo_rd_reg <= 1;
                end
            end 
            TRANS_STATE: begin
                tx_state <= (transaction_en) ? tx_state : IDLE_STATE ;
                fifo_rd_reg <= 0;
            end 
        endcase 
        end
    end 
    always @(posedge clk or negedge rst_n) begin
        if(!rst_n) begin
            transaction_state <= IDLE_STATE;
            TX_reg <= 1;
            data_counter <= 0;
            transaction_stop_toggle <= 1'b0;
        end
        else if(tx_state == TRANS_STATE & baudrate_clk_en) begin
            case(transaction_state)
                IDLE_STATE: begin
                    transaction_state <= START_BIT_STATE;
                    data_counter <= data_counter_load;
                    stop_bit_counter <= stop_bit_counter_load;
                    TX_reg <= START_BIT;
                end 
                START_BIT_STATE: begin
                    transaction_state <= DATA_STATE;
                    TX_reg <= cur_bit;
                    data_counter <= data_counter_decr;
                end 
                DATA_STATE: begin
                    if(data_counter == {DATA_COUNTER_WIDTH{1'b1}}) begin    
                        if(parity_option == PARITY_NOT_ENCODE) begin
                            transaction_state <= STOP_STATE;
                            TX_reg <= STOP_BIT;
                        end 
                        else begin
                            transaction_state <= PARITY_STATE;
                            TX_reg <= parity_bit_load;
                        end
                        data_counter <= data_counter_load;   
                    end 
                    else begin
                        TX_reg <= cur_bit;
                        data_counter <= data_counter_decr;
                    end
                end 
                PARITY_STATE: begin
                    transaction_state <= STOP_STATE;
                    TX_reg <= STOP_BIT;
                end
                STOP_STATE: begin
                    if(stop_bit_counter == {1{1'b0}}) begin     
                        transaction_state <= IDLE_STATE;
                        stop_bit_counter <= stop_bit_counter_load;
                        transaction_stop_toggle <= transaction_start_toggle;
                    end
                    else begin
                        stop_bit_counter <= stop_bit_counter_decr;
                    end 
                end
            endcase 
        end 
    end 
endmodule

===== flow/run.sh =====
#!/bin/bash
# OpenROAD 26Q1-2900-gdf79404cd8, Yosys 0.63+post, stock flow scripts
make -C /OpenROAD-flow-scripts/flow DESIGN_CONFIG=/design/flow/config.mk WORK_HOME=/design/flow/orfs finish

===== flow/config.mk =====
export PLATFORM = sky130hd
export DESIGN_NAME = uc_tx
export DESIGN_NICKNAME = uc_tx
export VERILOG_FILES = /design/flow/design.v
export SDC_FILE = /design/flow/constraint.sdc
export NUM_CORES = 4
export LEC_CHECK = 1
export CORE_AREA = 10 10 112 112
export DIE_AREA = 0 0 122 122

===== flow/constraint.sdc =====
current_design uc_tx

set clk_period 2.8
set clk_io_pct 0.2

create_clock -name clk0 -period $clk_period [get_ports {clk}]

set non_clock_inputs [all_inputs -no_clocks]
set_input_delay [expr $clk_period * $clk_io_pct] -clock clk0 $non_clock_inputs
set_output_delay [expr $clk_period * $clk_io_pct] -clock clk0 [all_outputs]

==> results.py <==
# Synthesis and PnR figures
metrics = {
    "flow_run": {
        "maxCapViolations": 0,
        "warnings": 26,
    },
    "logic_synthesis": {
        "synthSimpleGateAreaFrac": 0.156,
        "synth.distinct_cells": 30,
        "yosys-stat-cells": 101,
        "syn_area_sq_um": 1080,
        "xor_area_frac": 0.0647,
        "netlist_logic_family_top": "simple AND/OR/NAND/NOR gates",
        "syn_area_per_cell_sq_um": 10.7,
        "adder_share": 0.0231,
        "ys_area_sq_um": 1080,
        "synth_seq_share": 0.553,
        "netlist_instances": 101,
        "ys_seq_elements": 22,
        "muxShareOfSynthArea": 0.0624,
        "yosys.area_share.aoi": 0.124,
        "ys_warn_count": 1,
    },
    "detailed_routing": {
        "drcViolationCount": 0,
        "drt_first_pass_iters": 4,
        "detail_route.wl_per_cell_um": 9.29,
        "num_vias": 802,
        "viasPerCell": 3.07,
        "routed_wl_um": 2430,
        "n_antenna_cell": 0,
        "ant_nets": 0,
        "drtIter0Drc": 12,
    },
    "setup_path": {
        "r2r_slack_ns": 1.19,
        "worstSetupPathType": "reg2out",
        "path_max_fanout": 3,
        "cp.arrival_ns": 1.37,
        "cp-end-kind": "output pin",
        "worstRegToRegCells": 6,
        "cp.required_ns": 2.24,
        "timing.rr.start": "data_counter[0]$_DFFE_PN0P_",
        "r2r-end": "TX_reg$_DFFE_PN1P_",
        "critPathLaunchType": "flop",
    },
    "timing": {
        "final_max_slew_viol_count": 0,
        "hold_ws_ns": 0.500,
        "period_needed_ns": 1.93,
        "setup_viol": 0,
        "hold_viol": 0,
        "slew-limit-headroom": 0.580,
        "fmax_mhz": 517,
        "setup_tns_ns": 0,
        "tightest_slew_ns": 0.628,
        "rsz0062_at_grt": "false",
        "skew_ns": 0.00125,
        "fin_crit_sh": 0.691,
    },
    "cts": {
        "cts_buffers": 3,
        "cts_tree": "yes",
        "clk_pin_slew_ns": 0.08,
        "ctsHoldBuffers": 0,
        "clk_path_buf_depth": 2,
        "clkLatencyLatePin_ns": 0.26,
        "post_cts_buffers": 0,
        "root_buffer": "clkbuf_8",
        "cts.sinks": 22,
        "htree_num_levels": 1,
        "cts_resized": 0,
    },
    "placed_design": {
        "dp_cells": 257,
        "gp_congestion": 0.794,
        "placed_area_sq_um": 1450,
        "portBuffers": 19,
        "place_hpwl_um": 1970,
    },
    "layout": {
        "postLayoutCellArea_sq_um": 1500,
        "stdcell_count": 261,
        "drive_above_1_share": 0.112,
        "regMostFlops": "tx_buffer",
        "n_fill_cell": 1120,
        "syn_to_final_growth_pct": 38.1,
        "largest_registers": "tx_buffer: 8 flops, transaction_state: 4 flops, data_counter: 3 flops",
        "largest_reg_flops": 8,
    },
    "worst_hold_path": {
        "hp-class": "reg2reg",
        "worstHoldEndpoint": "transaction_state[4]$_DFF_PN0_",
        "hp-start": "transaction_state[4]$_DFF_PN0_",
        "hold_depth": 2,
    },
    "pwr": {
        "cellPowerDensity_nw_per_um2": 792,
        "total_leakage_power_uw": 0.000539,
        "ir_drop_mv": 0.344,
    },
    "global_route": {
        "track_usage": 0.0324,
        "grt_pass1_vias": 776,
        "grt_max_degree": 15,
        "antenna_found_initial": 0,
        "grt_pass1_wl_um": 3850,
        "overflow": 0,
    },
    "floorplan": {
        "boundaryPins": 20,
        "die_h_um": 122,
        "fp-row-count": 37,
        "floorplan.core_util": 0.106,
        "core_area_sq_um": 10200,
        "die_w_um": 122,
        "chipArea_sq_um": 14900,
    },
    "run_status": {
        "outcome": "complete, no violations",
    },
}
==> worst max path at each step <==
stage | depth (start not counted) | slack, ns | to | startpoint
global route | 2 | 0.75 | transaction_en | transaction_start_toggle$_DFFE_PN0P_
finish | 2 | 0.87 | transaction_en | transaction_start_toggle$_DFFE_PN0P_
CTS | 2 | 0.83 | transaction_en | transaction_start_toggle$_DFFE_PN0P_
==> per-layer routing <==
layer / wire [um] / global-route usage
met5: 0 / 0
met4: 0 / 0.00224
met3: 173 / 0.0131
met2: 964 / 0.0437
met1: 1290 / 0.0492
==> where the power goes <==
part           total, uW  switching (uW)  internal, uW
clock network        198            96.8           101
registers            557             115           442
logic                430             197           233
total               1180             409           776
==> layout by cell type, fill, tap and decap left out, types with 3 or more instances in the layout <==
| cell | n |
|---|---|
| nand3_1 | 3 |
| nand2_1 | 18 |
| dfrtp_1 | 11 |
| xnor2_1 | 6 |
| nor2_1 | 8 |
| o21ai_0 | 10 |
| clkdlybuf4s50_1 | 19 |
| inv_1 | 5 |
| a21oi_1 | 3 |
| clkbuf_8 | 3 |
| edfxtp_1 | 9 |
==> per-stage QoR <==
step	utilization	total power (uW)	setup WS, ns
floorplan	-	819	1.34
global placement	0.142	995	0.775
detailed placement	0.142	999	0.717
CTS	0.146	1200	0.833
global route	0.146	1290	0.747
finish	0.146	1180	0.865
==> synth_stat cells, drive strengths merged <==
library cell,n,area [sq um]
mux2,2,22.5
edfxtp,9,270
nor2,9,36.3
inv,5,18.8
ha,2,25.0
o2111ai,1,8.76
xnor2,6,52.6
dfrtp,11,275
xor2,2,17.5
a211oi,2,15.0
or2,1,6.26
nor3,1,5.00
nand2,19,73.8
mux4,2,45.0
or4,1,7.51
o22ai,1,6.26
o21ai,11,55.1
a221oi,1,8.76
dfstp,2,52.6
nand2b,2,12.5
a21oi,3,15.0
nand3,3,15.0
nor2b,1,6.26
a21o,1,8.76
a211o,1,8.76
and2,1,6.26
a21boi,1,7.51
==> critical path, stage by stage, from the launching register on <==
cell and delay (ns):
dfrtp_1 0.41, xor2_1 0.20, clkdlybuf4s50_1 0.51
==> kinds of logic (layout without fill, tap and decap cells) <==
group           count (synthesis)  in the layout
simple gates                   38             38
compound gates                 22             22
flops                          22             22
buf+inv                         5             29
xor+xnor                        8              8
mux                             4              4
fa+ha+maj                       2              2
==> cell type report <==
| type | count | area (sq um) | share of cell area |
|---|---|---|---|
| sequential | 22 | 598 | 0.400 |
| clock buffer | 4 | 45.0 | 0.0301 |
| timing repair buffer | 20 | 198 | 0.132 |
| tap | 136 | 170 | 0.114 |
| multi-input combinational | 74 | 465 | 0.311 |
| inverter | 5 | 18.8 | 0.0126 |
Power figures rest on the tool's default switching activity, not on a simulated workload.
