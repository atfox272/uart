==> flow/design.v <==
module uc_baud_gen #(
    parameter INTERNAL_CLOCK        = 125000000,
    parameter GENERATE_BD_4TX       = 1,
    parameter BAUDRATE_AMOUNT       = 8,
    parameter BAUDRATE_4800_ENC     = 0,
    parameter BAUDRATE_9600_ENC     = 1,
    parameter BAUDRATE_19200_ENC    = 2,
    parameter BAUDRATE_38400_ENC    = 3,
    parameter BAUDRATE_14400_ENC    = 4,
    parameter BAUDRATE_28800_ENC    = 5,
    parameter BAUDRATE_57600_ENC    = 6,
    parameter BAUDRATE_115200_ENC   = 7,
    parameter BAUDRATE_AMOUNT_W     = $clog2(BAUDRATE_AMOUNT),
    parameter BAUDRATE_DIV_1        = 4800,
    parameter COUNTER_DIV_MAX       = INTERNAL_CLOCK / BAUDRATE_DIV_1,
    parameter COUNTER_DIV_W         = $clog2(COUNTER_DIV_MAX)
)
(
    input clk,
    input                           transaction_en,
    input [BAUDRATE_AMOUNT_W - 1:0] baudrate_mux,
    output reg                      baudrate_clk_en,
    input rst_n
);
    localparam BD4800               = 4800;
    localparam BD9600               = 9600;
    localparam BD19200              = 19200;
    localparam BD38400              = 38400;
    localparam BD14400              = 14400;
    localparam BD28800              = 28800;
    localparam BD57600              = 57600;
    localparam BD115200             = 115200;
    localparam COUNTER_BD4800       = INTERNAL_CLOCK / BD4800;
    localparam COUNTER_BD9600       = INTERNAL_CLOCK / BD9600;
    localparam COUNTER_BD19200      = INTERNAL_CLOCK / BD19200;
    localparam COUNTER_BD38400      = INTERNAL_CLOCK / BD38400;
    localparam COUNTER_BD14400      = INTERNAL_CLOCK / BD14400;
    localparam COUNTER_BD28800      = INTERNAL_CLOCK / BD28800;
    localparam COUNTER_BD57600      = INTERNAL_CLOCK / BD57600;
    localparam COUNTER_BD115200     = INTERNAL_CLOCK / BD115200;
    reg  [COUNTER_DIV_W - 1:0]  counter_div;
    reg  [COUNTER_DIV_W - 1:0]  counter_div_load;
    wire [COUNTER_DIV_W - 1:0]  counter_div_decr;
    assign counter_div_decr = counter_div - 1;
    always @* begin
        case(baudrate_mux) 
            BAUDRATE_4800_ENC: begin
                counter_div_load <= COUNTER_BD4800 - 1;
            end
            BAUDRATE_9600_ENC: begin
                counter_div_load <= COUNTER_BD9600 - 1;
            end
            BAUDRATE_19200_ENC: begin
                counter_div_load <= COUNTER_BD19200 - 1;
            end
            BAUDRATE_38400_ENC: begin
                counter_div_load <= COUNTER_BD38400 - 1;
            end
            BAUDRATE_14400_ENC: begin
                counter_div_load <= COUNTER_BD14400 - 1;
            end
            BAUDRATE_28800_ENC: begin
                counter_div_load <= COUNTER_BD28800 - 1;
            end
            BAUDRATE_57600_ENC: begin
                counter_div_load <= COUNTER_BD57600 - 1;
            end
            BAUDRATE_115200_ENC: begin
                counter_div_load <= COUNTER_BD115200 - 1;
            end
        endcase
    end 
generate
if(GENERATE_BD_4TX) begin       : BLOCK_FOR_TX
    always @(posedge clk or negedge rst_n) begin
        if(!rst_n) begin
            baudrate_clk_en <= 0;
            counter_div <= 0;
        end 
        else begin
            if(transaction_en) begin
                if(counter_div == {COUNTER_DIV_W{1'b1}}) begin  
                    baudrate_clk_en <= 1;
                    counter_div <= counter_div_load;
                end 
                else begin
                    baudrate_clk_en <= 0;
                    counter_div <= counter_div_decr;
                end 
            end 
            else begin
                counter_div <= {COUNTER_DIV_W{1'b1}};        
                baudrate_clk_en <= 0;
            end
        end 
    end 
    end 
    else begin                      : BLOCK_FOR_RX
    always @(posedge clk or negedge rst_n) begin
        if(!rst_n) begin
            baudrate_clk_en <= 0;
            counter_div <= 0;
        end 
        else begin
            if(transaction_en) begin
                if(counter_div == {COUNTER_DIV_W{1'b1}}) begin  
                    baudrate_clk_en <= 1;
                    counter_div <= counter_div_load;
                end 
                else begin
                    baudrate_clk_en <= 0;
                    counter_div <= counter_div_decr;
                end 
            end 
            else begin
                counter_div <= {1'b0, counter_div_load[COUNTER_DIV_W - 1:1]};   
                baudrate_clk_en <= 0;
            end
        end 
    end 
end
endgenerate
endmodule    
==> flow/run.sh <==
#!/bin/bash
# OpenROAD 26Q1-2900-gdf79404cd8, Yosys 0.63+post, stock flow scripts
make -C /OpenROAD-flow-scripts/flow DESIGN_CONFIG=/design/flow/config.mk WORK_HOME=/design/flow/orfs finish
==> flow/config.mk <==
export PLATFORM = sky130hd
export DESIGN_NAME = uc_baud_gen
export DESIGN_NICKNAME = uc_baud_gen
export VERILOG_FILES = /design/flow/design.v
export SDC_FILE = /design/flow/constraint.sdc
export NUM_CORES = 4
export LEC_CHECK = 1
export CORE_AREA = 10 10 91 91
export DIE_AREA = 0 0 101 101
==> flow/constraint.sdc <==
current_design uc_baud_gen

set clk_period 4.6
set clk_io_pct 0.2

create_clock -name clk0 -period $clk_period [get_ports {clk}]

set non_clock_inputs [all_inputs -no_clocks]
set_input_delay [expr $clk_period * $clk_io_pct] -clock clk0 $non_clock_inputs
set_output_delay [expr $clk_period * $clk_io_pct] -clock clk0 [all_outputs]
==> out/qor.log <==
[floorplanning] number of ports placed on the die boundary 7
[synthesis] summed instance area of the synthesized netlist 0.00108 mm^2
[setup_path] Data arrival, critical path 2440 ps
[floorplanning] area of the die 0.0102 mm^2
[synthesis] post-synth top area cell sky130_fd_sc_hd__dfrtp_1
[setup_path] WS Path Type in -> reg
[route] number of search-and-repair iterations in the first detailed-routing pass 4
[setup_path] minimum setup slack among reg-to-reg paths 2590 ps
[route] met3 wire length 152 um
[synthesis] Post-Synthesis Cells 118
[setup_path] critical path endpoint category flop
[route] Metal-1 WL 1220 um
[synthesis] chip area from the yosys synthesis statistics 0.00108 mm^2
[synthesis] Yosys warning count 1
[timing] maximum clock frequency 434 MHz
[final_layout] Final Util 20.3%
[timing] Max transition margin 48.5%
[route] Via Count 892
[power] leakage power figure 0.000473 uW
[floorplanning] standard-cell row count 29
[clock_tree] maximum buffer depth of the clock tree 2
[setup_path] data required time at the worst endpoint 4730 ps
[synthesis] share of async-settable or async-resettable flops after synthesis 100%
[route] antenna diode instance count 0
[synthesis] top cell type's share of synthesized area 37.1%
[power] highest ir drop seen on vdd 0.197 mV
[synthesis] synthesized area per cell 9.15 um^2
[synthesis] register share after synthesis 37.1%
[place] post-detail-place hpwl 1700 um
[setup_path] Largest stage delay, worst path 620 ps
[timing] # setup viols final 0
[setup_path] worst path cell trace clkdlybuf4s50_1 -> inv_1 -> ha_1 -> nor2_1 -> o31a_1 -> o21ai_0
[route] highest metal layer used by the detailed router met4
[clock_tree] htree depth 1
[clock_tree] CTS buffer count 3
[synthesis] most common library cells after synthesis 16 x sky130_fd_sc_hd__dfrtp_1, 11 x sky130_fd_sc_hd__nor2_1, 10 x sky130_fd_sc_hd__ha_1, 10 x sky130_fd_sc_hd__o21ai_0, 7 x sky130_fd_sc_hd__inv_1
[clock_tree] clock tree from TritonCTS built
[run_status] run status complete, no violations
[floorplanning] Die Wd 101 um
[run] max-cap violations 0
[final_layout] ratio of cells with drive above 1 in the final layout 7.14%
[route] post-route DRC violation count 0
[clock_tree] Post-CTS Setup Bufs 0
[global_routing] overall global routing resource usage 4.42%
[timing] slew at the pin closest to its max-slew limit 770 ps
[timing] Max Slew Vio Count 0
[power] power per unit of standard cell area 510 mW/mm^2
[floorplanning] chip height 101 um
[clock_tree] Clock Pin Slew Worst Setup and Hold Paths 60 ps
[global_routing] largest net degree at the start of global routing 18
[place] placer congestion estimate 0.844
[final_layout] synth-to-layout area growth 19.2%
[global_routing] vias in the first global route 823
[global_routing] wire length of the first global-routing pass 3850 um
[setup_path] Setup crit start kind input pin
[timing] post-route setup TNS 0 ps
[timing] Final period util 50.1%
[timing] Final Hold Violation Tally 0
[clock_tree] hold_buf cts 0
[global_routing] antenna violations before repair 0
[floorplanning] core area 0.00635 mm^2
[hold_path] class of the tightest hold or removal check reg -> reg
[route] met2 WL 948 um
[run] number of warnings in the stage logs 33
[clock_tree] clock sink total 16
[route] post-detailed-route wirelength per cell 11.6 um
[clock_tree] buffer type at the clock tree root sky130_fd_sc_hd__clkbuf_8
[timing] setup repair after global routing missed its margin false
[route] DRT antenna net count 0
[synthesis] Cell area leaders sky130_fd_sc_hd__dfrtp_1 37%, sky130_fd_sc_hd__ha_1 12%, sky130_fd_sc_hd__xnor2_1 4.9%
[timing] Post-Route Hold Slack 558 ps
[setup_path] CP bufs+invs 2
[synthesis] Dominant flop cell sky130_fd_sc_hd__dfrtp_1
[synthesis] count of state elements after synthesis 16
[route] via density per instance 4.39
[setup_path] critical path's top delay family buffers and inverters
[timing] final critical-path required period 2310 ps
[synthesis] post-synthesis cell type with the largest instance count sky130_fd_sc_hd__dfrtp_1
[place] placement-stage worst setup slack 2050 ps
[setup_path] worst-path fanout max 8
[route] Initial DRC Count 60
[synthesis] count of different cell masters after synthesis 36
[synthesis] yosys stat cell total 118
[setup_path] crit path max-delay cell type sky130_fd_sc_hd__clkdlybuf4s50_1
[clock_tree] clock latency on the worst-skew pair 250 ps
[floorplanning] core utilization at floorplan 17.0%
[synthesis] number of flops mapped to enable cells by yosys 0
[place] count of port buffers added during placement 6
[timing] Setup WS post-layout 2290 ps
[clock_tree] total of cells resized after clock tree synthesis 0
[timing] maximum clock skew at final layout 4.57 ps
[route] Total Routed Length 2350 um
[global_routing] GRT overflow 0
-- worst register-to-register path, cell delays in order (launching register included) --
cell and delay (ps):
sky130_fd_sc_hd__dfrtp_1 420, sky130_fd_sc_hd__inv_1 70, sky130_fd_sc_hd__ha_1 190, sky130_fd_sc_hd__or4b_1 560, sky130_fd_sc_hd__nor4_1 350, sky130_fd_sc_hd__xnor2_1 170
sky130_fd_sc_hd__o211ai_1 100
-- power breakdown --
part           switching [uW]  internal [uW]
clock network            50.0           76.0
registers                62.8            195
logic                     144            129
total                     257            399
-- cell usage in the layout (no fill, tap or decap), types with 2 or more instances in the layout --
master	instances
sky130_fd_sc_hd__nand4_1	3
sky130_fd_sc_hd__or3_1	2
sky130_fd_sc_hd__nor4_1	2
sky130_fd_sc_hd__inv_1	7
sky130_fd_sc_hd__o311ai_0	2
sky130_fd_sc_hd__clkdlybuf4s50_1	6
sky130_fd_sc_hd__nor2b_1	3
sky130_fd_sc_hd__xnor2_1	6
sky130_fd_sc_hd__clkbuf_8	4
sky130_fd_sc_hd__nor3_1	6
sky130_fd_sc_hd__ha_1	10
sky130_fd_sc_hd__a21oi_1	5
sky130_fd_sc_hd__nor2_1	11
sky130_fd_sc_hd__nand3_1	3
sky130_fd_sc_hd__xor2_1	4
sky130_fd_sc_hd__a211oi_1	2
sky130_fd_sc_hd__and2_1	2
sky130_fd_sc_hd__nand2_1	4
sky130_fd_sc_hd__o21ai_0	10
sky130_fd_sc_hd__dfrtp_1	16
-- metal layers --
metal / GRT usage [%] / vias up
met1: 7.08 / 421
li1: - / 439
met3: 0.554 / 2
met5: 0 / -
met4: 0.857 / 0
met2: 6.14 / 30
-- metrics by stage --
step	power [uW]	cells	area (um^2)
2_1_floorplan	443	118	1080
3_3_place_gp	526	199	1230
3_5_place_dp	525	199	1230
4_1_cts	655	203	1290
5_1_grt	706	203	1290
6_report	656	203	1290
-- final cells by class --
class / instances / area [um^2]
repair buffers: 7 / 67.6
well taps: 77 / 96.3
fillers: 680 / 5060
flip-flops and latches: 16 / 400
clock buffers: 4 / 55.1
multi-input cells: 92 / 642
inverters: 7 / 26.3
-- registers in the layout, indices dropped and copies added (netlist names) --
signal / flops
counter_div: 15
baudrate_clk_en: 1
-- path summary, 6_finish.rpt --
kind,from,to,depth (start not counted)
worst min-delay path,counter_div[0],counter_div[0],1
worst max register to register,counter_div[0],counter_div[14],6
worst min register to register,counter_div[0],counter_div[0],1
max in group asynchronous,rst_n,counter_div[5],1
min in group asynchronous,rst_n,counter_div[6],1
worst max-delay path,baudrate_mux[1],counter_div[0],6
-- logic make-up (layout without fill, tap and decap cells) --
group	count (synthesis)	in the layout	share of synthesized area (%)
flip-flops	16	16	37.1
multiplexers	1	1	0.927
AND-OR/OR-AND	27	27	16.2
buffers and inverters	10	18	3.48
AND/OR/NAND/NOR	44	44	22.6
XOR/XNOR	10	10	8.11
adder cells (fa/ha/maj)	10	10	11.6
Power and IR drop assume default switching activity.
