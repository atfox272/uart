==> ./design.v <==
module uc_rx #(
    parameter DATA_WIDTH = 8,
    parameter DATA_WIDTH_OPTION     = 4,
    parameter DATA_WIDTH_OPTION_1   = 5,
    parameter DATA_WIDTH_OPTION_2   = 6,
    parameter DATA_WIDTH_OPTION_3   = 7,
    parameter DATA_WIDTH_OPTION_4   = 8,
    parameter DATA_WIDTH_OPTION_W   = $clog2(DATA_WIDTH_OPTION),     
    parameter DATA_WIDTH_OPTION_1ENC= 2'b00,     
    parameter DATA_WIDTH_OPTION_2ENC= 2'b01,     
    parameter DATA_WIDTH_OPTION_3ENC= 2'b10,     
    parameter DATA_WIDTH_OPTION_4ENC= 2'b11,     
    parameter PARITY_OPTION         = 3,
    parameter PARITY_NOT_ENCODE     = 0,
    parameter PARITY_ODD_ENCODE     = 1,
    parameter PARITY_EVEN_ENCODE    = 2,
    parameter PARITY_OPTION_W       = $clog2(PARITY_OPTION),
    parameter STOP_BIT_OPTION       = 2,
    parameter STOP_BIT_1BIT         = 0,
    parameter STOP_BIT_2BIT         = 1,
    parameter STOP_BIT_OPTION_W     = $clog2(STOP_BIT_OPTION),
    parameter DATA_COUNTER_WIDTH    = $clog2(DATA_WIDTH)
) (
    input                               clk,
    input                               RX,
    input                               baudrate_clk_en,
    output                              transaction_en,
    output[DATA_WIDTH - 1:0]            data_out_rx,
    output                              fifo_wr,
    input [DATA_WIDTH_OPTION_W - 1:0]   data_width_option, 
    input [PARITY_OPTION_W - 1:0]       parity_option, 
    input [STOP_BIT_OPTION_W - 1:0]     stop_bit_option,
    output                              valid_data_flag,
    input   rst_n
);
    localparam IDLE_STATE   = 0;
    localparam RECV_STATE   = 1;
    localparam START_BIT_STATE  = 1;
    localparam DATA_STATE       = 2;
    localparam PARITY_STATE     = 4;
    localparam STOP_STATE       = 3;
    localparam START_BIT    = 1'b0;
    localparam STOP_BIT     = 1'b1;
    reg                             rx_state;
    reg [2:0]                       transaction_state;
    reg [DATA_WIDTH - 1:0]          rx_buffer;
    reg                             parity_buffer;
    reg                             fifo_wr_reg;
    reg [DATA_COUNTER_WIDTH - 1:0]  data_counter;
    wire[DATA_COUNTER_WIDTH - 1:0]  buffer_pointer_msb_first;
    wire[DATA_COUNTER_WIDTH - 1:0]  buffer_pointer_lsb_first;
    wire[DATA_COUNTER_WIDTH - 1:0]  buffer_pointer;
    wire[DATA_COUNTER_WIDTH - 1:0]  data_counter_decr;
    reg                             stop_bit_counter;
    wire                            stop_bit_counter_decr;
    reg  transaction_start_toggle;
    reg  transaction_stop_toggle;
    reg [DATA_COUNTER_WIDTH - 1:0] data_counter_load;
    reg                            parity_bit_load;
    reg                            stop_bit_counter_load;
    assign transaction_en = transaction_start_toggle ^ transaction_stop_toggle;
    assign data_out_rx = rx_buffer;
    assign data_counter_decr = data_counter - 1;
    assign stop_bit_counter_decr = stop_bit_counter - 1;
    assign valid_data_flag = (parity_bit_load == parity_buffer) | (parity_option == PARITY_NOT_ENCODE);
    assign buffer_pointer_msb_first = data_counter;
    assign buffer_pointer_lsb_first = ~data_counter;
    assign buffer_pointer = (1'b1) ? buffer_pointer_lsb_first : buffer_pointer_msb_first;
    always @* begin
        case(data_width_option) 
            DATA_WIDTH_OPTION_1ENC: begin
                data_counter_load <= DATA_WIDTH_OPTION_1 - 1;    
            end 
            DATA_WIDTH_OPTION_2ENC: begin
                data_counter_load <= DATA_WIDTH_OPTION_2 - 1;    
            end 
            DATA_WIDTH_OPTION_3ENC: begin
                data_counter_load <= DATA_WIDTH_OPTION_3 - 1;    
            end 
            DATA_WIDTH_OPTION_4ENC: begin
                data_counter_load <= DATA_WIDTH_OPTION_4 - 1;    
            end 
        endcase
        case(parity_option) 
            PARITY_NOT_ENCODE: begin
                parity_bit_load = 1'b0;
            end
            PARITY_ODD_ENCODE: begin
                parity_bit_load = ~(^rx_buffer);
            end
            PARITY_EVEN_ENCODE: begin
                parity_bit_load = (^rx_buffer);
            end
            default: begin
                parity_bit_load = 1'b0;
            end 
        endcase
        case(stop_bit_option)
            STOP_BIT_1BIT: begin
                stop_bit_counter_load = 1'b0;
            end
            STOP_BIT_2BIT: begin
                stop_bit_counter_load = 1'b1;
            end
        endcase
    end
    assign fifo_wr = (!transaction_en) & (rx_state == RECV_STATE);
    always @(posedge clk or negedge rst_n) begin
        if(!rst_n) begin
            rx_state <= IDLE_STATE;
            transaction_start_toggle <= 0;
        end 
        else begin
            case(rx_state) 
                IDLE_STATE: begin
                    if(RX == START_BIT) begin
                        rx_state <= RECV_STATE;
                        transaction_start_toggle <= ~transaction_stop_toggle;
                    end
                end 
                RECV_STATE: begin
                    if(!transaction_en) begin
                        rx_state <= IDLE_STATE;
                    end 
                end
            endcase
        end
    end 
    always @(posedge clk or negedge rst_n) begin
        if(!rst_n) begin
            transaction_state <= IDLE_STATE;
            transaction_stop_toggle <= 0;
            parity_buffer <= 0;
            rx_buffer <= 0;
        end 
        else if(rx_state == RECV_STATE & baudrate_clk_en) begin
            case(transaction_state)
                IDLE_STATE: begin
                    transaction_state <= START_BIT_STATE;
                    data_counter <= data_counter_load;
                    stop_bit_counter <= stop_bit_counter_load;
                end 
                START_BIT_STATE: begin
                    transaction_state <= DATA_STATE;
                    rx_buffer[buffer_pointer] <= RX; 
                    data_counter <= data_counter_decr;
                end 
                DATA_STATE: begin
                    if(data_counter == {DATA_COUNTER_WIDTH{1'b1}}) begin    
                        if(parity_option == PARITY_NOT_ENCODE) begin
                            transaction_state <= IDLE_STATE;
                            transaction_stop_toggle <= transaction_start_toggle;
                        end 
                        else begin
                            transaction_state <= PARITY_STATE;
                            parity_buffer <= RX;
                        end
                        data_counter <= data_counter_load;
                    end 
                    else begin
                        rx_buffer[buffer_pointer] <= RX; 
                        data_counter <= data_counter_decr;
                    end
                end 
                PARITY_STATE: begin
                    transaction_state <= IDLE_STATE;
                    transaction_stop_toggle <= transaction_start_toggle;        
                end 
                STOP_STATE: begin
                transaction_state <= IDLE_STATE;
                transaction_stop_toggle <= transaction_start_toggle;
                end
                default: begin
                transaction_state <= IDLE_STATE;
                transaction_stop_toggle <= transaction_start_toggle;
                end
            endcase 
        end 
    end 
endmodule
==> ./run.sh <==
#!/bin/bash
# OpenROAD 26Q1-2900-gdf79404cd8, Yosys 0.63+post, stock flow scripts
make -C /OpenROAD-flow-scripts/flow DESIGN_CONFIG=/design/flow/config.mk WORK_HOME=/design/flow/orfs finish
==> ./config.mk <==
export PLATFORM = sky130hd
export DESIGN_NAME = uc_rx
export DESIGN_NICKNAME = uc_rx
export VERILOG_FILES = /design/flow/design.v
export SDC_FILE = /design/flow/constraint.sdc
export NUM_CORES = 4
export LEC_CHECK = 1
export CORE_AREA = 10 10 86 86
export DIE_AREA = 0 0 96 96
==> ./constraint.sdc <==
current_design uc_rx

set clk_period 3.2
set clk_io_pct 0.2

create_clock -name clk0 -period $clk_period [get_ports {clk}]

set non_clock_inputs [all_inputs -no_clocks]
set_input_delay [expr $clk_period * $clk_io_pct] -clock clk0 $non_clock_inputs
set_output_delay [expr $clk_period * $clk_io_pct] -clock clk0 [all_outputs]
==> summary.txt <==
impl run done, here's what came out: filler cell count=606, data arrival time of the worst path=2.30 ns, final hold vios=0, 1st-iter DRT viols=15, proportion of power drawn by combinational gates=approximately 23%, Sink Count=19, Flops after synth=19, antenna violations before repair=0, most numerous logic cells after layout=sky130_fd_sc_hd__clkdlybuf4s50_1, sky130_fd_sc_hd__nand2_1, sky130_fd_sc_hd__dfrtp_1, die width=about 96 µm, fa+ha+maj area frac=6.82%, GRT Overall Usage=4.97%, result of the run=complete, no violations, MUX area fraction=7.16%, area added between synthesis and finish=27.7%, Max Slew Vio Count=0, Overall Power=574 µW, combined area of the multi-input logic cells=slightly below 600 µm², VDD IR-drop max=408 µV, switching part of the total power=between 20 and 25%, remaining number of nets flagged by the antenna check after routing=0, sequential share of the synthesized area=between 40% and 50%, cts hold-fix bufs=0, Core Region=~0.0055 mm², routing usage on met1=6.26%, largest fanout of any net on the critical path=3, xor and xnor area share after synthesis=7.16%, met2 usage in global routing=8.30%, number of max-capacitance violations reported=0, main kind of combinational logic by area=simple AND/OR/NAND/NOR gates, top-area cell type share of the netlist area=34.1%, start point of the critical path=rx_buffer[6], worst-case setup margin in the final layout=0.261 ns, synthesized cell area=around 0.0011 mm², # setup viols final=0, Post-CTS Setup Bufs=0, maximum number of pins on one net before global-route repair=18, clock transition at the register clock pins on the worst setup and hold paths after CTS=about 0.070 ns, largest cells by area after synthesis=sky130_fd_sc_hd__dfrtp_1, sky130_fd_sc_hd__edfxtp_1, sky130_fd_sc_hd__xnor2_1, register-to-register path setup slack=0.89 ns, synthesized instance count=102, vias in the first global route=803, share of total power in sequential cells=approximately half, share of total power in the clock network=28.2%, Ports=20, internal power consumption=431 µW, Clock H-tree levels=1, final total negative setup slack=0 ns, total congestion overflow after global routing=0, worst hold start=transaction_state[1], wire length per cell=between 10 and 15 µm, total detailed-routing wirelength=2130 µm, min cycle time layout=2.94 ns, busiest layer in global routing=met2, weighted congestion at the end of routability-driven global placement=0.802, clock latency on the worst-skew pair=approximately 0.25 ns, WP data required=2.56 ns, Setup Skew=0.00174 ns, CTS tree=yes, aoi share=approximately 14%, slew of the pin with the lowest slew margin=0.506 ns, syn avg cell area=10.8 µm², Power Density=roughly 410 mW/mm², fraction of layout instances using a drive strength above 1=12.3%, simple logic cell fraction of the synthesized area=17.2%, combined flip-flop and latch cell area=492 µm², DR DRC count=0, TritonCTS buffer count=3, tool warning count=30, type of the worst min-delay path=flop to flop, Post-CTS Resized=0, critical path capture point type=output port, type of the worst setup path=flop to output port, area of the die=0.00922 mm², wire length of the first global-routing pass=3700 µm, Via-to-Cell Ratio=4.01, Distinct cells, synth=32, synthesis warning total=1, global-route met3 utilization=1.97%, HPWL after detailed placement=1690 µm, area figure in the yosys stat output=0.00110 mm², pre-CTS setup slack=0.441 ns, # port buffers=18, net load switching power=143 µW, CTS max path bufs=2, most common cell after layout, fill and taps aside=sky130_fd_sc_hd__clkdlybuf4s50_1, RSZ-0062 raised after global routing=false, post-synthesis cell type with the largest combined area=sky130_fd_sc_hd__dfrtp_1, root buffer selected by CTS=sky130_fd_sc_hd__clkbuf_8, number of vias after detailed routing=777, timing-limited maximum frequency=340 MHz, count of inserted antenna diode cells=0, number of standard cells reported by yosys=102, reg-to-reg critical path startpoint=data_counter[0], kind of launch point of the worst setup path=flop, Placement Rows=27, FP Util=between 10% and 20%, die height=96 µm, post-route fraction of the period consumed by the critical path=91.8%, Pre-antenna DRT Iters=4, leakage dissipation=between 0.0005 and 0.0006 µW, Max-slew headroom=65.4%
==> area by class of cell <==
cell class | count | area share [%]
clock buffer | 4 | 3.20
sequential | 19 | 35.0
tap | 72 | 6.41
timing repair buffer | 19 | 13.3
multi-input combinational | 76 | 41.0
inverter | 4 | 1.07
==> worst max-delay path: stages, from the launching register on <==
cell and delay (ns):
sky130_fd_sc_hd__dfrtp_1 0.41, sky130_fd_sc_hd__xnor2_1 0.23, sky130_fd_sc_hd__xnor2_1 0.11, sky130_fd_sc_hd__xnor2_1 0.27, sky130_fd_sc_hd__mux2_2 0.37, sky130_fd_sc_hd__a22oi_1 0.17
sky130_fd_sc_hd__clkdlybuf4s50_1 0.49
==> through the flow <==
step,util [%],hold WS (ns),instance area (µm²),cells
6_report,25.4,0.485,1410,194
5_1_grt,25.4,0.513,1410,194
4_1_cts,25.4,0.489,1410,194
3_5_place_dp,24.6,0.473,1360,190
3_3_place_gp,24.6,0.466,1360,190
2_1_floorplan,-,0.344,1100,102
==> routing by layer <==
layer  up-vias  share of wire, %
li1        404                 -
met1       356                49
met2        15                42
met3         2               8.1
met4         0              0.61
met5         -                 0
==> synthesized netlist by cell type <==
cell / number
sky130_fd_sc_hd__nor3b_1: 1
sky130_fd_sc_hd__nand3_1: 1
sky130_fd_sc_hd__nor2_2: 1
sky130_fd_sc_hd__a31oi_1: 1
sky130_fd_sc_hd__a21oi_1: 2
sky130_fd_sc_hd__o311a_1: 1
sky130_fd_sc_hd__buf_2: 2
sky130_fd_sc_hd__a22oi_1: 1
sky130_fd_sc_hd__nor4b_4: 1
sky130_fd_sc_hd__mux2_2: 6
sky130_fd_sc_hd__ha_1: 6
sky130_fd_sc_hd__dfrtp_1: 15
sky130_fd_sc_hd__and3_1: 2
sky130_fd_sc_hd__nor3_1: 1
sky130_fd_sc_hd__nor2b_1: 1
sky130_fd_sc_hd__o21ai_0: 3
sky130_fd_sc_hd__a21o_1: 1
sky130_fd_sc_hd__nand2_1: 15
sky130_fd_sc_hd__a22o_1: 7
sky130_fd_sc_hd__nand4b_1: 1
sky130_fd_sc_hd__mux2_1: 1
sky130_fd_sc_hd__xnor2_1: 9
sky130_fd_sc_hd__and2_1: 2
sky130_fd_sc_hd__dfstp_2: 1
sky130_fd_sc_hd__a221o_1: 2
sky130_fd_sc_hd__a2111oi_0: 1
sky130_fd_sc_hd__inv_1: 4
sky130_fd_sc_hd__nor3b_4: 1
sky130_fd_sc_hd__nor2_1: 7
sky130_fd_sc_hd__buf_4: 1
sky130_fd_sc_hd__edfxtp_1: 3
sky130_fd_sc_hd__a21oi_2: 1
==> registers in the layout, summed over array words and instances (netlist names), named ones only <==
| signal | count |
|---|---|
| parity_buffer | 1 |
| transaction_state | 3 |
| data_counter | 3 |
| rx_buffer | 8 |
| transaction_start_toggle | 1 |
| transaction_stop_toggle | 1 |
| rx_state | 1 |
==> power groups by stage <==
stage / clock network [µW] / logic (µW) / registers [µW]
4_1_cts: 172 / 132 / 283
5_1_grt: 191 / 146 / 288
6_report: 162 / 129 / 283
==> logic make-up after synthesis <==
kind of cell | Yosys count
AOI/OAI and AO/OA | 20
adders and majority gates | 6
and+or+nand+nor | 34
xor gates and xnor gates | 9
DFF | 19
muxes | 7
buffers and inverters | 7
==> worst paths after layout <==
path | endpoint | cells past startpoint
min in group asynchronous | rx_buffer[7] | 2
setup / recovery | valid_data_flag | 6
hold reg to reg | transaction_state[1] | 1
max in group asynchronous | transaction_state[0] | 2
hold / removal | transaction_state[1] | 1
setup reg to reg | rx_buffer[0] | 6
Power and IR drop assume default switching activity.
